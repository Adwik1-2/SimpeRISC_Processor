===== design/flow/config.mk =====
export PLATFORM = sky130hd
export DESIGN_NAME = DataMemory
export DESIGN_NICKNAME = DataMemory
export VERILOG_FILES = /design/flow/design.v
export SDC_FILE = /design/flow/constraint.sdc
export NUM_CORES = 4
export LEC_CHECK = 1
export CORE_UTILIZATION = 50
export SYNTH_MEMORY_MAX_BITS = 65536

===== design/flow/constraint.sdc =====
current_design DataMemory

set clk_period 55.9
set clk_io_pct 0.2

create_clock -name clk0 -period $clk_period [get_ports {clk}]

set non_clock_inputs [all_inputs -no_clocks]
set_input_delay [expr $clk_period * $clk_io_pct] -clock clk0 $non_clock_inputs
set_output_delay [expr $clk_period * $clk_io_pct] -clock clk0 [all_outputs]

===== design/flow/design.v =====
module DataMemory (
    input clk,
    input [31:0] addr,
    input [31:0] write_data,
    input mem_read,
    input mem_write,
    output [31:0] read_data
);
    reg [31:0] memory [0:255];
    always @(posedge clk) begin
        if (mem_write)
            memory[addr[9:2]] <= write_data;
    end
    assign read_data = (mem_read) ? memory[addr[9:2]] : 32'b0;
endmodule

===== design/flow/run.sh =====
#!/bin/bash
# OpenROAD 26Q1-2900-gdf79404cd8, Yosys 0.63+post, stock flow scripts
make -C /OpenROAD-flow-scripts/flow DESIGN_CONFIG=/design/flow/config.mk WORK_HOME=/design/flow/orfs finish

==> impl_metrics.tcl <==
# yosys + openroad results
set metrics [dict create \
    tritoncts "done" \
    cts_resized 0 \
    ys_async_sr_fraction_pct 0 \
    fmax_mhz 32.2 \
    lay_top_count "edfxtp_1" \
    ys_top_cells_by_area "edfxtp_1, mux4_2, mux2i_1" \
    core_sq_um 625000 \
    warnings 56 \
    clock-sinks 8192 \
    clk_path_buf_depth 4 \
    slew_headroom_pct 11.7 \
    period_minus_slack_ns 31.01 \
    critPathMaxFanout 67 \
    totalWireLength_mm 884 \
    cts.clk_slew.worst_paths_ns 0.06 \
    fin_crit_sh_pct 55.5 \
    yosysWarnings 1 \
    grt_pass1_vias 166457 \
    grt_pass1_wl_mm 1240 \
    grt_overflow_total 0 \
    rows 290 \
    drtAntennaViolNets 0 \
    place_ws_ns 24.81 \
    portBuffers 74 \
    drtIter0Drc 10318 \
    outcome "completed" \
    crit_arrival_ns 19.83 \
    synth-cells-yosys 15303 \
    viasPerCell 6.20 \
    antenna_found_initial 34 \
    cts_hold_buf 0 \
    cts_setup_buffers 0 \
    post_drt_wl_per_cell_um 35.2 \
    criticalPathCategory "primary input to output port" \
    ys_area_sq_um 314000 \
    die_y_um 795 \
    power.density_nw_per_um2 35.4 \
    top_area_share_pct 78.3 \
    vias 155638 \
    cp.required_ns 44.72 \
    chipArea_sq_um 631000 \
    numCtsBuffers 816 \
    netlist_area_sq_um 314000 \
    edf_count 8192 \
    fp.dieW_um 795 \
    fin_ws_ns 24.89 \
    worstMarginPinSlew_ns 1.32 \
    synthCells 15303 \
    grtUsageTotal_pct 31.7 \
    ir_worst_vdd_uv 36.1 \
    grt_max_degree 121 \
    initial_core_util_pct 50.3 \
    setup-violations-final 0 \
    root_buffer "clkbuf_16" \
    drc 0 \
    yosysTopAreaCell "edfxtp_1" \
    syn_to_final_growth_pct 12.9 \
    slew_viol_final 0 \
    drt_pass1_iterations 5 \
    io-pin-count 99 \
    htree_levels 6 \
    cap_violations 0 \
    largest_reg_flops 8192 \
    routabilityCongestion 0.884 \
    p_leak_uw 0.112 \
    hold_viol 0 \
    endpoint_kind "output port" \
    drive_gt1_share_pct 22.5 \
    syn_area_per_cell_sq_um 20.5 \
    seq_area_frac_synth_pct 78.3 \
    min_path_type "primary input to register" \
    yosys_most_used_dff "edfxtp_1" \
    lay_top_cells "edfxtp_1, mux2i_1, mux4_2" \
    setup.worst_path.start_class "primary input" \
    yosysUniqueCellTypes 56 \
    ys_seq_elements 8192 \
    hpwlAfterDp_mm 510 \
    setup_tns_ns 0 \
    rsz0062_at_grt "false" \
]
==> path summary, 6_finish.rpt <==
| path | startpoint | end | depth (start not counted) |
|---|---|---|---|
| setup / recovery | addr[3] | read_data[22] | 18 |
| hold / removal | write_data[25] | memory[203][25] | 1 |
==> power breakdown <==
part	switching [uW]	internal (uW)	total (uW)	leakage, uW
clock	2290	2880	5170	0.0122
sequential	2.58	6770	6770	0.0736
combinational	426	185	611	0.0266
==> cell usage after synthesis, drive strengths merged, types with 5 or more instances <==
cell	instances
edfxtp	8192
mux2i	1418
mux4	1154
buf	545
nor2	480
o22ai	416
a21oi	383
clkbuf	379
o21ai	354
mux2	348
nor2b	192
a2111oi	186
a211oi	181
nand3	181
nand2	167
nand4	135
a221oi	126
nor4	95
a22oi	70
o221ai	62
nor3	38
and3	34
a22o	32
o211ai	31
or4	31
o32ai	30
and2	8
nand4bb	5
==> cell families after synthesis <==
| family | Yosys count | share of synthesized area (%) |
|---|---|---|
| AND-OR/OR-AND | 1877 | 3.93 |
| buffers and inverters | 927 | 1.51 |
| flip-flops | 8192 | 78.3 |
| multiplexers | 2920 | 14.0 |
| AND/OR/NAND/NOR | 1387 | 2.22 |
==> critical path, stage by stage <==
cell and delay [ns]:
buf_16 0.35, buf_4 0.58, buf_4 0.58, buf_4 0.56
buf_4 0.55, buf_4 0.50, buf_4 0.63, buf_4 0.65
buf_4 0.54, buf_4 0.53, mux2_2 0.24, o21ai_0 0.07
a21oi_1 0.31, a221oi_1 0.22, nand4_1 0.36, a21oi_1 0.13
a2111oi_1 0.95, clkdlybuf4s50_1 0.62
==> per-layer routing <==
layer	part of all wire (%)	GRT usage, %
met5	0.19	2.32
met4	4.1	9.53
met3	20	27.1
met2	45	43.1
met1	30	39.7
==> area by class of cell <==
cell class	instances	area [sq um]
Fill cell	45084	270000
Sequential cell	8192	246000
Multi-Input combinational cell	6184	65800
Clock buffer	1035	21400
Tap cell	8322	10400
Timing Repair Buffer	902	7420
Clock inverter	439	3650
Antenna cell	31	77.6
Inverter	3	18.8
==> per-stage QoR <==
step	power [uW]	hold WS, ns	instances	util [%]	instance area [sq um]
floorplan	7190	11.28	15303	-	314000
global placement	7510	11.58	23603	52.8	330000
detailed placement	7510	11.59	23603	52.8	330000
CTS	12600	10.35	25077	56.8	355000
global route	12900	10.41	25091	56.8	355000
finish	12600	10.42	25108	56.8	355000
Power and IR drop assume default switching activity.
