--- design/flow/design.v ---
module ALU (
    input [31:0] a, b, d,
    input [4:0] alu_control, sel,
    output reg [31:0] result
);
    wire [31:0] sum, diff;
    wire c_out, b_out;
    reg flag;
    reg flagsE, flagsGT;
    add1 adder (
        .a(a),
        .b(b),
        .c_in(1'b0),
        .sum(sum),
        .c_out(c_out)
    );
    sub1 sub (
        .a(a),
        .b(b),
        .b_in(1'b0),
        .diff(diff),
        .b_out(b_out)
    );
    always @(*) begin
        flagsE = 0;
        flagsGT = 0;
        case (alu_control)
            5'b00000: result = sum;
            5'b00001: result = diff;
            5'b00010: result = a * b;
            5'b00011: result = (b != 0) ? (a / b) : 32'd0;
            5'b00100: result = (b != 0) ? (a % b) : 32'd0;
            5'b00101: result = (a == b) ? 32'd0 : ((a < b) ? -32'd1 : 32'd1);
            5'b00110: result = a & b;
            5'b00111: result = a | b;
            5'b01000: result = ~a;
            5'b01001: result = a << b;
            5'b01010: result = a >> b;
            5'b01011: result = a >>> b;
            default: result = 32'd0;
        endcase
        if (a == b)
            flag = 1;
        else if (a > b)
            flag = 0;
        if (flag == 1)
            flagsE = 1;
        else
            flagsGT = 1;
    end
endmodule
module ALU_Block (
    input  wire [31:0] op1,
    input  wire [31:0] op2,
    input  wire [31:0] immx,
    input  wire        isImmediate,
    input  wire [4:0]  aluSignals,
    output wire [31:0] aluResult
);
    wire [31:0] mux_out;
    MUX mux_inst (
        .ip0(op2),
        .ip1(immx),
        .sel(isImmediate),
        .op(mux_out)
    );
    ALU alu_inst (
        .a(op1),
        .b(mux_out),
        .d(32'd0),
        .alu_control(aluSignals),
        .sel(5'd0),
        .result(aluResult)
    );
endmodule
module add1 (
    input [31:0] a, b,
    input c_in,
    output [31:0] sum,
    output c_out
);
    wire [31:0] s1, s2, s3;
    adder add_0(a[0], b[0],s1[0], c_in, s2[0]);
    adder add_1(a[1], b[1],s1[1], s2[0], s2[1]);
    adder add_2(a[2], b[2],s1[2], s2[1], s2[2]);
    adder add_3(a[3], b[3],s1[3], s2[2], s2[3]);
    adder add_4(a[4], b[4],s1[4], s2[3], s2[4]);
    adder add_5(a[5], b[5],s1[5], s2[4], s2[5]);
    adder add_6(a[6], b[6],s1[6], s2[5], s2[6]);
    adder add_7(a[7], b[7],s1[7], s2[6], s2[7]);
    adder add_8(a[8], b[8],s1[8], s2[7], s2[8]);
    adder add_9(a[9], b[9],s1[9], s2[8], s2[9]);
    adder add_10(a[10], b[10],s1[10], s2[9], s2[10]);
    adder add_11(a[11], b[11],s1[11], s2[10], s2[11]);
    adder add_12(a[12], b[12],s1[12], s2[11], s2[12]);
    adder add_13(a[13], b[13],s1[13], s2[12], s2[13]);
    adder add_14(a[14], b[14],s1[14], s2[13], s2[14]);
    adder add_15(a[15], b[15],s1[15], s2[14], s2[15]);
    adder add_16(a[16], b[16],s1[16], s2[15], s2[16]);
    adder add_17(a[17], b[17],s1[17], s2[16], s2[17]);
    adder add_18(a[18], b[18],s1[18], s2[17], s2[18]);
    adder add_19(a[19], b[19],s1[19], s2[18], s2[19]);
    adder add_20(a[20], b[20],s1[20], s2[19], s2[20]);
    adder add_21(a[21], b[21],s1[21], s2[20], s2[21]);
    adder add_22(a[22], b[22],s1[22], s2[21], s2[22]);
    adder add_23(a[23], b[23],s1[23], s2[22], s2[23]);
    adder add_24(a[24], b[24],s1[24], s2[23], s2[24]);
    adder add_25(a[25], b[25],s1[25], s2[24], s2[25]);
    adder add_26(a[26], b[26],s1[26], s2[25], s2[26]);
    adder add_27(a[27], b[27],s1[27], s2[26], s2[27]);
    adder add_28(a[28], b[28],s1[28], s2[27], s2[28]);
    adder add_29(a[29], b[29],s1[29], s2[28], s2[29]);
    adder add_30(a[30], b[30],s1[30], s2[29], s2[30]);
    adder add_31(a[31], b[31],s1[31], s2[30], c_out);
    assign sum = s1[31:0];
endmodule
module adder(
    input a, b,
    output sum,
    input c_in,
    output c_out
);
    wire s1,s2,s3;
    xor g1(s1, a , b);
    xor g2(sum, s1, c_in);
    and g3(s2, s1, c_in);
    and g4(s3, a, b);
    or g5(c_out, s2, s3);
endmodule
module MUX (
    input [31:0] ip0,
    input [31:0] ip1,
    input sel,
    output [31:0] op
);
    assign op = sel ? ip1 : ip0;
endmodule
module sub1(
    input [31:0] a, b,      
    input b_in,              
    output [31:0] diff,      
    output b_out             
);
    wire [31:0] borrow;      
    subtractor s_1(a[0], b[0], diff[0], b_in, borrow[0]);
    subtractor s_2(a[1], b[1], diff[1], borrow[0], borrow[1]);
    subtractor s_3(a[2], b[2], diff[2], borrow[1], borrow[2]);
    subtractor s_4(a[3], b[3], diff[3], borrow[2], borrow[3]);
    subtractor s_5(a[4], b[4], diff[4], borrow[3], borrow[4]);
    subtractor s_6(a[5], b[5], diff[5], borrow[4], borrow[5]);
    subtractor s_7(a[6], b[6], diff[6], borrow[5], borrow[6]);
    subtractor s_8(a[7], b[7], diff[7], borrow[6], borrow[7]);
    subtractor s_9(a[8], b[8], diff[8], borrow[7], borrow[8]);
    subtractor s_10(a[9], b[9], diff[9], borrow[8], borrow[9]);
    subtractor s_11(a[10], b[10], diff[10], borrow[9], borrow[10]);
    subtractor s_12(a[11], b[11], diff[11], borrow[10], borrow[11]);
    subtractor s_13(a[12], b[12], diff[12], borrow[11], borrow[12]);
    subtractor s_14(a[13], b[13], diff[13], borrow[12], borrow[13]);
    subtractor s_15(a[14], b[14], diff[14], borrow[13], borrow[14]);
    subtractor s_16(a[15], b[15], diff[15], borrow[14], borrow[15]);
    subtractor s_17(a[16], b[16], diff[16], borrow[15], borrow[16]);
    subtractor s_18(a[17], b[17], diff[17], borrow[16], borrow[17]);
    subtractor s_19(a[18], b[18], diff[18], borrow[17], borrow[18]);
    subtractor s_20(a[19], b[19], diff[19], borrow[18], borrow[19]);
    subtractor s_21(a[20], b[20], diff[20], borrow[19], borrow[20]);
    subtractor s_22(a[21], b[21], diff[21], borrow[20], borrow[21]);
    subtractor s_23(a[22], b[22], diff[22], borrow[21], borrow[22]);
    subtractor s_24(a[23], b[23], diff[23], borrow[22], borrow[23]);
    subtractor s_25(a[24], b[24], diff[24], borrow[23], borrow[24]);
    subtractor s_26(a[25], b[25], diff[25], borrow[24], borrow[25]);
    subtractor s_27(a[26], b[26], diff[26], borrow[25], borrow[26]);
    subtractor s_28(a[27], b[27], diff[27], borrow[26], borrow[27]);
    subtractor s_29(a[28], b[28], diff[28], borrow[27], borrow[28]);
    subtractor s_30(a[29], b[29], diff[29], borrow[28], borrow[29]);
    subtractor s_31(a[30], b[30], diff[30], borrow[29], borrow[30]);
    subtractor s_32(a[31], b[31], diff[31], borrow[30], borrow[31]);
    assign b_out = borrow[31:0];
endmodule
module subtractor(
    input a,b,
    output diff,
    input b_in,
    output b_out
);
    wire s1,s2,s3,s4;
    xor g1(s1, a , b);
    xor g2(diff, s1, b_in);
    and g3(s2, ~a, b);
    and g4(s3, ~a, b_in);
    and g5(s4, b, b_in);
    or g6(b_out, s2, s3, s4);
endmodule
--- design/flow/run.sh ---
#!/bin/bash
# OpenROAD 26Q1-2900-gdf79404cd8, Yosys 0.63+post, stock flow scripts
make -C /OpenROAD-flow-scripts/flow DESIGN_CONFIG=/design/flow/config.mk WORK_HOME=/design/flow/orfs finish
--- design/flow/config.mk ---
export PLATFORM = sky130hd
export DESIGN_NAME = ALU_Block
export DESIGN_NICKNAME = ALU_Block
export VERILOG_FILES = /design/flow/design.v
export SDC_FILE = /design/flow/constraint.sdc
export NUM_CORES = 4
export LEC_CHECK = 1
export CORE_UTILIZATION = 40
--- design/flow/constraint.sdc ---
current_design ALU_Block

set clk_period 338.2
set clk_io_pct 0.2

create_clock -name clk0 -period $clk_period

set non_clock_inputs [all_inputs -no_clocks]
set_input_delay [expr $clk_period * $clk_io_pct] -clock clk0 $non_clock_inputs
set_output_delay [expr $clk_period * $clk_io_pct] -clock clk0 [all_outputs]
==> out/metrics.sh <==
STATUS='finished, violations left'
VIOLATIONS_IN_THE_FINAL_REPORTS='capacitance limit, slew limit'
HOLDBUFCOUNTCTS=0
MAX_CLOCK_FREQ_MHz=4.46
INTERNAL_PORTION_OF_TOTAL_POWER_uW=252
HOLD_CLASS='input port to primary output'
ROUTED_WIRE_LENGTH_PER_INSTANCE_UM=30.9
POWER_DENSITY_nW_PER_UM2=12.4
LAY_TOP_COUNT='sky130_fd_sc_hd__nand2_1'
SYNTH_WARNINGS=1
FLOORPLAN.INITIALDENSITY=0.403
TIMING.FINAL.MAX_SLEW_VIOLATIONS=3
LEAKAGEPOWER_uW=0.0278
HOLD_PATH_STARTPOINT='op1[2]'
FINALCRITPERIODSHARE=0.662
CRIT_SLOWEST_CELL='sky130_fd_sc_hd__o31ai_1'
CORE_AREA_UM2=135000
TIMING.CRITICAL_PATH.MODE_CELL='sky130_fd_sc_hd__ha_1'
OPENROAD.WARNINGS=144
MAX-SLEW-MARGIN-REL=-0.126
SEQUENTIAL_CELL_AREA_UM2=0
SEQ_AREA_FRAC_SYNTH=0
FINAL.MIN_CLOCK_PERIOD_PS=223970
ANTENNA_FOUND_INITIAL=34
GRT_SETUP_UNREPAIRED='no'
SEQ_CELL_COUNT=0
GLOBALROUTEOVERFLOWTOTAL=0
POWER.SWITCHING_FRACTION=0.657
ROUTE.ANTENNA.REMAINING_NETS=0
MOST-COMMON-LAYOUT-CELLS='970 x sky130_fd_sc_hd__nand2_1, 794 x sky130_fd_sc_hd__ha_1, 774 x sky130_fd_sc_hd__nor2_1'
FINAL.SETUP.TNS_PS=0
VDD_IR_DROP_MAX_mV=0.0508
DIE_W_UM=371
WORST_HOLD_PATH.ENDPOINT='aluResult[2]'
LARGEST_NET_DEGREE_AT_THE_START_OF_GLOBAL_ROUTING=67
N_FILL_CELL=13900
FINAL_LAYOUT_SIZE_SUFFIX_GT1_FRAC=0.0662
MAX-CAP-VIOLATIONS=1
DETAIL_ROUTE.VIAS_PER_CELL=6.37
TIMING_HOLD_VIOLATIONS_FINAL=0
DRT_PASS1_ITERATIONS=6
GRT_PASS1_WL_UM=417000
LAYOUT-AREA-OVERHEAD-VS-SYNTH_PCT=8.54
SYNTH.AVG_CELL_AREA_UM2=7.09
POST_SYNTH_INSTANCE_AREA_UM2=54500
CRIT_PATH_START_KIND='input port'
NUMBER_OF_LIBRARY_CELL_TYPES_MAPPED_BY_SYNTHESIS=118
CP_DATA_REQUIRED_TIME_PS=270560
DIE-AREA_UM2=138000
GRT.TOTAL_USAGE=0.433
DIE-HEIGHT_UM=371
SYNTH.YOSYS.CHIP_AREA_UM2=54500
DRT_DRC_VIOLATIONS_LEFT=0
MAX_SLEW.WORST_PIN.SLEW_PS=1690
CRITICAL_PATH.MAX_STAGE_DELAY_PS=1000
ENDPOINT_KIND='primary output'
PLACE_HPWL_UM=236000
FIRST_GLOBAL_VIAS=57800
IO_PINS=134
PLACE_AREA_UM2=59100
CTSRESIZECOUNT=0
ROUTABILITYCONGESTION=1.14
WHS_PATH_CELLS=6
KIND_OF_CRITICAL_PATH='input port to primary output'
POSTCTSSETUPREPAIRBUFS=0
PLACEMENT_ROWS=135
CP_MAX_FO=66
CLOCK_BUFFER_COUNT=0
IO_BUFFER_COUNT=134
FINALINSTANCEAREA_UM2=59200
CRITPATHARRIVALTIME_PS=156330
ROUTE.FINAL.WIRE_LENGTH_UM=295000
VIAS=60800
SETUP_VIOL=0
SYNTHESIS.INSTANCES=7683
CELL_TOTAL_IN_THE_YOSYS_STAT_OUTPUT=7683
SWITCHING_POWER_uW=484
DR.FIRST_ITER.DRC_COUNT=6421
## synth_stat cells, drive strengths merged (26+ instances only)
master | number | share of area
nand4 | 45 | 0.0052
xor2 | 164 | 0.026
or2 | 50 | 0.0057
o211ai | 85 | 0.012
buf | 69 | 0.0059
nand3 | 151 | 0.014
xnor2 | 312 | 0.050
nand2 | 971 | 0.067
a21oi | 527 | 0.049
nor2 | 778 | 0.054
a21o | 222 | 0.031
a211oi | 81 | 0.012
ha | 794 | 0.18
o221ai | 31 | 0.0051
o21a | 132 | 0.018
a221oi | 29 | 0.0050
nor3 | 212 | 0.020
mux2 | 51 | 0.011
or3 | 82 | 0.0094
mux2i | 134 | 0.025
nor4 | 43 | 0.0056
o31ai | 67 | 0.0097
fa | 409 | 0.15
a31oi | 85 | 0.010
nand2b | 74 | 0.0085
inv | 688 | 0.047
a2111oi | 26 | 0.0048
nor2b | 57 | 0.0065
o22ai | 66 | 0.0076
and3 | 50 | 0.0057
and2 | 44 | 0.0051
clkbuf | 260 | 0.018
o21bai | 45 | 0.0062
o21ai | 422 | 0.039
a21boi | 35 | 0.0048
## power groups by stage
stage / registers [µW] / clock network [µW] / logic (µW)
4_1_cts: 0 / 0 / 705
5_1_grt: 0 / 0.000000304 / 778
## metal layers
metal  vias to the layer above  track usage  routed length (µm)
met3                       889        0.140               34400
met5                         -       0.0154                 529
met4                        39        0.250               21000
met1                     29100        0.568              116000
li1                      27300            -                   -
met2                      3453        0.624              123000
## through the flow
step | hold WS, ps | total power, µW | std cells | utilization | setup slack, ps
5_1_grt | 136820 | 778 | 9533 | 0.437 | 110040
4_1_cts | 136810 | 705 | 9526 | 0.437 | 116980
3_3_place_gp | 136810 | 701 | 9523 | 0.437 | 118100
2_1_floorplan | 135580 | 424 | 7683 | - | 130510
6_report | 136800 | 736 | 9546 | 0.437 | 114230
3_5_place_dp | 136810 | 699 | 9526 | 0.437 | 117300
## worst max-delay path by stage
stage                          end  depth (start not counted)  slack [ps]   startpoint
final                 aluResult[8]                        296      114230  isImmediate
after global routing  aluResult[8]                        297      110040  isImmediate
after CTS             aluResult[8]                        299      116980  isImmediate
## kinds of logic after synthesis
group | Yosys count | synth area share
buffers and inverters | 1031 | 0.0722
AOI/OAI and AO/OA | 2125 | 0.260
adders and majority gates | 1203 | 0.333
muxes | 185 | 0.0356
xor gates and xnor gates | 476 | 0.0765
and+or+nand+nor | 2663 | 0.223
## final cells by class
cell class                      instances  area, µm²  area share
Multi-Input combinational cell       6652      51000       0.862
Timing Repair Buffer                  391       3260      0.0552
Inverter                              702       2640      0.0445
Tap cell                             1781       2230      0.0377
Antenna cell                           20       50.0    0.000846
## critical path, delay by kind of cell
family          cells  cell delay, ps
mux                 6            1730
fa+ha+maj          31           10260
simple gates       82           19880
buf+inv            23            6240
compound gates    154           50060
Power is estimated from default activity; no workload was simulated.
