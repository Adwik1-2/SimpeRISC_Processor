==> design.v <==
module RegisterFile (
    input clk,
    input reg_write,
    input [4:0] rs,
    input [4:0] rt,
    input [4:0] rd,
    input [31:0] write_data,
    output [31:0] reg_data1,
    output [31:0] reg_data2
);
    reg [31:0] registers[0:31];
    assign reg_data1 = registers[rs];
    assign reg_data2 = registers[rt];
    always @(posedge clk) begin
        if (reg_write)
            registers[rd] <= write_data;
    end
endmodule
==> run.sh <==
#!/bin/bash
# OpenROAD 26Q1-2900-gdf79404cd8, Yosys 0.63+post, stock flow scripts
make -C /OpenROAD-flow-scripts/flow DESIGN_CONFIG=/design/flow/config.mk WORK_HOME=/design/flow/orfs finish
==> config.mk <==
export PLATFORM = sky130hd
export DESIGN_NAME = RegisterFile
export DESIGN_NICKNAME = RegisterFile
export VERILOG_FILES = /design/flow/design.v
export SDC_FILE = /design/flow/constraint.sdc
export NUM_CORES = 4
export LEC_CHECK = 1
export CORE_UTILIZATION = 50
==> constraint.sdc <==
current_design RegisterFile

set clk_period 6.4
set clk_io_pct 0.2

create_clock -name clk0 -period $clk_period [get_ports {clk}]

set non_clock_inputs [all_inputs -no_clocks]
set_input_delay [expr $clk_period * $clk_io_pct] -clock clk0 $non_clock_inputs
set_output_delay [expr $clk_period * $clk_io_pct] -clock clk0 [all_outputs]
==> impl_metrics.env <==
# implementation run metrics
export IMPL_cp_arrival_ns=4.27
export IMPL_reg_largest_list="registers (1024)"
export IMPL_cts_buffers=106
export IMPL_cap_viol_max_count=0
export IMPL_relSlewSlack_pct=28.65
export IMPL_die_y_um=314.4
export IMPL_antenna_found_initial=4
export IMPL_warnings=26
export IMPL_core_rowCount=114
export IMPL_vias=31530
export IMPL_post_cts_buffers=0
export IMPL_combPwrFrac_pct=9.6
export IMPL_dp_cells=4690
export IMPL_max_freq_mhz=180.3
export IMPL_floorplan_core_util_pct=50.45
export IMPL_yosysTopAreaCell="edfxtp_1"
export IMPL_cts_root_buf="clkbuf_16"
export IMPL_period_needed_ns=5.546
export IMPL_grt_pass1_wl_um=226100
export IMPL_io_pin_count=113
export IMPL_ys_flops=1024
export IMPL_p_leak_nw=20.41
export IMPL_hold_class="input pin to flop"
export IMPL_setup_slack_ns=0.8535
export IMPL_tns_ns=0
export IMPL_htree_num_levels=3
export IMPL_hpwlAfterDp_um=89180
export IMPL_seq_power_share_pct=50.2
export IMPL_grt_overflow=0
export IMPL_pwr_share_clk_pct=40.1
export IMPL_setup_violations=0
export IMPL_core_area_um2=96710
export IMPL_utilization_pct=57.17
export IMPL_switchingPower_mw=3.466
export IMPL_grt_max_degree=84
export IMPL_portBuffers=112
export IMPL_num_fill_cells=7234
export IMPL_clockBufferDepth=3
export IMPL_drv_slew=0
export IMPL_cts_tree="built"
export IMPL_yosys_stat_cells=3386
export IMPL_period_used_pct=86.66
export IMPL_first_pass_iters=5
export IMPL_worstHoldPathCells=2
export IMPL_vias_per_cell=6.461
export IMPL_syn_to_final_growth_pct=13.33
export IMPL_end_kind="primary output"
export IMPL_ir_drop_mv=0.2008
export IMPL_die_w_um=314.4
export IMPL_synth_area_um2=48790
export IMPL_ctsHoldBuffers=0
export IMPL_worstSetupStartpointType="input pin"
export IMPL_cp_required_ns=5.12
export IMPL_avgSynthCellArea_um2=14.41
export IMPL_place_gp_congestion=0.8965
export IMPL_critPathMaxFanout=35
export IMPL_path_class="input pin to primary output"
export IMPL_final_cells=4880
export IMPL_grt_pass1_vias=32920
export IMPL_rsz0062_at_grt="no"
export IMPL_regMostFlops="registers"
export IMPL_outcome="complete, no violations"
export IMPL_avgRoutedWirePerCell_um=32.36
export IMPL_worst_pin_slew_ns=1.068
export IMPL_yosysChipArea_um2=48790
export IMPL_syn_inst=3386
export IMPL_internal_power_mw=11.46
export IMPL_dpl_cell_area_um2=51960
export IMPL_routed_wl_um=157900
export IMPL_p_per_area_nw_per_um2=269.9
export IMPL_ys_seq_share_pct=63.03
export IMPL_stdcell_area_um2=55290
export IMPL_clkSinkCount=1024
export IMPL_dr_first_iter_drc_count=2295
export IMPL_ant_nets=0
export IMPL_yosysTopAreaCellShare_pct=63.03
export IMPL_gr_usage_all_layers_pct=35.33
export IMPL_drc=0
export IMPL_clk_pin_slew_ns=0.06
export IMPL_synth_area_top_cells="edfxtp_1 63%, mux2i_1 21%, a22oi_1 3.0%"
export IMPL_swShare_pct=23.23
export IMPL_synth_distinct_cells=23
export IMPL_cts_repair_resized=0
export IMPL_ys_warnings_count=1
export IMPL_layout_drive_gt1_share_pct=10.30
export IMPL_dp_slack_ns=0.9624
export IMPL_final_hold_viol_count=0
export IMPL_largest_reg_flops=1024
export IMPL_chipArea_um2=98830
cells in the mapped netlist:
cell type,count
clkbuf_4,4
a22o_1,128
buf_6,45
nand3_1,194
edfxtp_1,1024
a22oi_1,192
or3b_2,3
buf_2,70
or2_2,2
nand3b_1,5
clkbuf_1,86
nand2b_1,4
mux2i_1,1024
buf_4,47
buf_1,1
nor3_1,64
nor2_1,35
nand2_1,195
and2_1,2
a31oi_1,64
or3_1,1
a21oi_1,192
nor2b_1,4
kinds of logic after synthesis:
logic type,count (synthesis),synth area share [%]
AND-OR/OR-AND,576,8.042
buffers and inverters,253,3.211
flip-flops,1024,63.03
multiplexers,1024,21.01
AND/OR/NAND/NOR,509,4.714
cell usage in the layout, fill, tap and decap left out:
| master | n |
|---|---|
| or3_1 | 1 |
| buf_12 | 35 |
| nand3_1 | 194 |
| nor3_1 | 64 |
| diode_2 | 1 |
| buf_8 | 2 |
| or3b_2 | 3 |
| buf_4 | 134 |
| clkinv_1 | 23 |
| nand2_2 | 2 |
| a31oi_1 | 64 |
| nor2_1 | 1 |
| a22o_1 | 128 |
| inv_6 | 3 |
| nand2b_2 | 4 |
| clkdlybuf4s50_1 | 110 |
| clkbuf_1 | 17 |
| bufinv_16 | 9 |
| or2_2 | 2 |
| nor2_4 | 34 |
| mux2i_1 | 1024 |
| a21oi_1 | 192 |
| clkinvlp_4 | 5 |
| clkbuf_16 | 109 |
| a22oi_1 | 192 |
| and2_4 | 2 |
| nand2_1 | 193 |
| nand3b_1 | 5 |
| clkinv_2 | 23 |
| edfxtp_1 | 1024 |
| nor2b_4 | 4 |
routing by layer:
layer / wire [µm] / global-route usage (%)
met1: 53970 / 46.26
met2: 70790 / 49.32
met3: 27300 / 25.16
met4: 5450 / 9.576
met5: 385 / 2.998
worst max-delay path: stages:
cell	delay (ns)
clkdlybuf4s50_1	0.66
and2_4	0.71
buf_4	0.42
a22o_1	0.18
nor3_1	0.04
a31oi_1	0.18
nand3_1	0.26
clkdlybuf4s50_1	0.49
metrics by stage:
step	power [mW]	hold WS [ns]
after floorplan	8.402	1.379
after global placement	9.042	2.116
after detailed placement	9.051	2.115
after CTS	14.97	1.394
after global routing	15.33	1.431
final	14.92	1.420
worst paths after layout:
check	startpoint	to
worst max-delay path	rt[0]	reg_data2[11]
worst min-delay path	write_data[2]	registers[31][2]
power groups by stage:
stage	sequential [mW]	clock, mW	combinational (mW)
CTS	7.50	6.05	1.42
global route	7.50	6.31	1.52
finish	7.50	5.99	1.44
final cells by class:
class	count	area (µm²)	share of cell area (%)
Sequential cell	1024	30750	55.61
Multi-Input combinational cell	2109	16780	30.35
Timing Repair Buffer	281	2838	5.132
Clock buffer	126	2791	5.049
Tap cell	1276	1597	2.887
Clock inverter	63	535.5	0.9685
Antenna cell	1	2.502	0.004526
No activity file was given, so power comes from the tool's default toggle rates.
